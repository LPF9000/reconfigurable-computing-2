==> design/flow/run.sh <==
#!/bin/bash
# OpenROAD 26Q1-2900-gdf79404cd8, Yosys 0.63+post, stock flow scripts
make -C /OpenROAD-flow-scripts/flow DESIGN_CONFIG=/design/flow/config.mk WORK_HOME=/design/flow/orfs finish
==> design/flow/config.mk <==
export PLATFORM = sky130hd
export DESIGN_NAME = timing_example
export DESIGN_NICKNAME = timing_example
export VERILOG_FILES = /design/flow/design.v
export SDC_FILE = /design/flow/constraint.sdc
export NUM_CORES = 4
export LEC_CHECK = 1
export CORE_UTILIZATION = 40
export SYNTH_HDL_FRONTEND = slang
==> design/flow/constraint.sdc <==
current_design timing_example

set clk_period 91.4
set clk_io_pct 0.2

create_clock -name clk0 -period $clk_period [get_ports {clk}]

set non_clock_inputs [all_inputs -no_clocks]
set_input_delay [expr $clk_period * $clk_io_pct] -clock clk0 $non_clock_inputs
set_output_delay [expr $clk_period * $clk_io_pct] -clock clk0 [all_outputs]
==> design/flow/design.v <==
interface fib_bfm_if #(
    parameter int INPUT_WIDTH,
    parameter int OUTPUT_WIDTH
) (
    input logic clk,
    input [INPUT_WIDTH-1:0] i_r,  
    input [OUTPUT_WIDTH-1:0] x_r, y_r,
    input [OUTPUT_WIDTH:0] full_add_r
);
  logic rst, go, done, overflow;
  logic [ INPUT_WIDTH-1:0] n;
  logic [OUTPUT_WIDTH-1:0] result;
  task automatic wait_for_done();
    @(posedge clk iff (done == 1'b0));
    @(posedge clk iff (done == 1'b1));
  endtask
  task automatic reset(int cycles);
    rst <= 1'b1;
    go  <= 1'b0;
    for (int i = 0; i < cycles; i++) @(posedge clk);
    @(negedge clk);
    rst <= 1'b0;
    @(posedge clk);
  endtask
  task automatic start(input logic [INPUT_WIDTH-1:0] n_);
    n  <= n_;
    go <= 1'b1;
    @(posedge clk);
    go <= 1'b0;
  endtask   
  event active_event;
  event inactive_event;
  task automatic monitor();
    logic is_active;
    is_active = 1'b0;
    forever begin
      @(posedge clk);
      if (rst) begin
        is_active = 1'b0;
      end else begin
        if (done) is_active = 1'b0;
        if (!is_active && go) begin
          is_active = 1'b1;
          ->active_event;
        end
      end
    end
  endtask   
endinterface
interface bit_diff_bfm #(parameter int WIDTH) (input logic clk);
   logic             rst, go, done;
   logic [WIDTH-1:0] data;
   logic signed [$clog2(2*WIDTH+1)-1:0] result;
   task automatic wait_for_done();
      @(posedge clk iff (done == 1'b0));
      @(posedge clk iff (done == 1'b1));      
   endtask
   task automatic reset(int cycles);
      rst <= 1'b1;
      go <= 1'b0;      
      for (int i=0; i < cycles; i++) @(posedge clk);
      @(negedge clk);
      rst <= 1'b0;
      @(posedge clk);      
   endtask
   task automatic start(input logic [WIDTH-1:0] data_);    
      data <= data_;
      go <= 1'b1;      
      @(posedge clk);
      go <= 1'b0;    
   endtask  
   event active_event;      
   task automatic monitor();
      logic is_active;
      is_active = 1'b0;
      forever begin
         @(posedge clk);
         if (rst) is_active = 1'b0;
         else begin         
            if (done) is_active = 1'b0;     
            if (!is_active && go) begin                
               is_active = 1'b1;
               -> active_event;        
            end
         end
      end      
   endtask  
endinterface
module bit_diff #(
    parameter WIDTH
) (
    input  logic                                clk,
    input  logic                                rst,
    input  logic                                go,
    input  logic        [            WIDTH-1:0] data,
    output logic signed [$clog2(2*WIDTH+1)-1:0] result,
    output logic                                done
);
  typedef enum {
    START,
    COMPUTE,
    RESTART
  } state_t;
  state_t                              state_r;
  logic        [      $bits(data)-1:0] data_r;
  logic        [    $bits(result)-1:0] result_r;
  logic        [    $clog2(WIDTH)-1:0] count_r;
  logic signed [$clog2(2*WIDTH+1)-1:0] diff_r;
  logic                                done_r;
  assign result = result_r;
  assign done   = done_r;
  always @(posedge clk or posedge rst) begin
    if (rst == 1'b1) begin
      result_r <= '0;
      done_r   <= 1'b0;
      diff_r   <= '0;
      count_r  <= '0;
      data_r   <= '0;
      state_r  <= START;
    end else begin
      case (state_r)
        START: begin
          if (go == 1'b1) begin
            done_r   <= 1'b0;
            result_r <= '0;
            diff_r   <= '0;
            count_r  <= '0;
            data_r   <= data;
            state_r  <= COMPUTE;
          end
        end
        COMPUTE: begin
          logic [$bits(diff_r)-1:0] next_diff;
          next_diff = data_r[0] == 1'b1 ? diff_r + 1'b1 : diff_r - 1'b1;
          diff_r  <= next_diff;
          data_r  <= data_r >> 1;
          count_r <= count_r + 1'b1;
          if (count_r == WIDTH - 1) begin
            result_r <= next_diff;
            done_r   <= 1'b1;
            state_r  <= RESTART;
          end
        end
        RESTART: begin
          if (go == 1'b1) begin
            count_r <= '0;
            data_r  <= data;
            diff_r  <= '0;
            done_r  <= 1'b0;
            state_r <= COMPUTE;
          end
        end
      endcase
    end
  end
endmodule
module fifo #(
    parameter WIDTH,
    parameter DEPTH,
    parameter int ALMOST_FULL_THRESHOLD = DEPTH - 1
) (
    input  logic             clk,
    input  logic             rst,
    output logic             full,
    output logic             almost_full,
    input  logic             wr_en,
    input  logic [WIDTH-1:0] wr_data,
    output logic             empty,
    input  logic             rd_en,
    output logic [WIDTH-1:0] rd_data
);
  logic [WIDTH-1:0] ram[DEPTH];
  localparam int COUNT_WIDTH = $clog2(DEPTH);
  localparam int ADDR_WIDTH = $clog2(DEPTH) + 1;
  localparam int C1 = COUNT_WIDTH'(1);
  localparam int NC1 = -C1;
  localparam int C0 = COUNT_WIDTH'(0);
  logic [ADDR_WIDTH-1:0] wr_addr_r, rd_addr_r, rd_addr;
  logic valid_wr, valid_rd;
  logic [COUNT_WIDTH-1:0]   count_r, count_next, count_update;
  logic [WIDTH-1:0] rd_data_ram;
  always_ff @(posedge clk) begin
    if (valid_wr) ram[wr_addr_r[ADDR_WIDTH-2:0]] <= wr_data;
    rd_data_ram <= ram[rd_addr_r[ADDR_WIDTH-2:0]];
	 rd_data <= rd_data_ram;
  end
  always @(posedge clk or posedge rst) begin
    if (rst) begin
      rd_addr_r <= '0;
      wr_addr_r <= '0;
      count_r   <= '0;
    end else begin
		count_r <= count_next;
      if (valid_wr) begin
        wr_addr_r <= wr_addr_r + 1'b1;
      end
      if (valid_rd) begin
        rd_addr_r <= rd_addr_r + 1'b1;
      end
    end
  end
  	always_comb begin	
		unique case ({valid_wr, valid_rd})
			2'b10 : count_update = COUNT_WIDTH'(1);
			2'b01 : count_update = '1; 
			default : count_update = '0;
		endcase
		count_next = count_r + count_update;
	end
  assign valid_wr = wr_en;
  assign valid_rd = !empty;
  assign almost_full = count_r == ALMOST_FULL_THRESHOLD;
  assign empty = count_r == C0;
endmodule
module timing_example #(
    parameter int INPUT_WIDTH   = 32,
    parameter int OUTPUT_WIDTH  = 8,
    parameter int COUNTER_WIDTH = 64,
    parameter int NUM_PIPELINES = 16
) (
    input  logic                     clk,
    input  logic                     rst,
    input  logic [  INPUT_WIDTH-1:0] data_in,
    input  logic                     data_in_valid,
    input  logic [ OUTPUT_WIDTH-1:0] pipe_in       [NUM_PIPELINES],
    output logic                     ready,
    output logic [ OUTPUT_WIDTH-1:0] data_out,
    output logic                     data_out_valid,
    output logic [COUNTER_WIDTH-1:0] count
);
  logic [$clog2(2*INPUT_WIDTH+1)-1:0] bit_diff_out;
  logic bit_diff_done, bit_diff_done_r;
  logic first_execution_r;
  localparam int FIFO_DEPTH = 512;
  logic [$bits(bit_diff_out)-1:0] fifo_rd_data, fifo_rd_data_r;
  logic fifo_wr_en, fifo_rd_en;
  logic fifo_full, fifo_almost_full, fifo_empty;
  logic [63:0] total_count_r;
  bit_diff #(
      .WIDTH(INPUT_WIDTH)
  ) bit_diff_ (
      .go(data_in_valid),
      .data(data_in),
      .result(bit_diff_out),
      .done(bit_diff_done),
      .*
  );
  always_ff @(posedge clk or posedge rst) begin
    if (rst) begin
      total_count_r <= '0;
      bit_diff_done_r <= 1'b0;
      fifo_wr_en <= 1'b0;
      first_execution_r <= 1'b1;
    end else begin
      fifo_wr_en <= 1'b0;
      if (data_in_valid) first_execution_r <= 1'b0;
      bit_diff_done_r <= bit_diff_done;
      if (bit_diff_done && !bit_diff_done_r) begin
        total_count_r <= total_count_r + 1'b1;
        fifo_wr_en <= 1'b1;
      end
    end
  end
  assign count = total_count_r;
  assign ready = first_execution_r || (bit_diff_done_r && !fifo_almost_full);
  fifo #(
      .WIDTH($bits(bit_diff_out)),
      .DEPTH(FIFO_DEPTH)
  ) fifo_ (
      .wr_en(fifo_wr_en),
      .full(fifo_full),
      .almost_full(fifo_almost_full),
      .wr_data(bit_diff_out),
      .rd_en(fifo_rd_en),
      .rd_data(fifo_rd_data),
      .empty(fifo_empty),
      .*
  );
  logic [OUTPUT_WIDTH-1:0] pipe_in_r[NUM_PIPELINES];
  logic [OUTPUT_WIDTH-1:0] mult_out[NUM_PIPELINES];
  logic [OUTPUT_WIDTH-1:0] add_l0[8], add_l1[4], add_l2[2];
  always_ff @(posedge clk or posedge rst) begin
    if (rst) begin
      for (int i = 0; i < NUM_PIPELINES; i++) begin
        pipe_in_r[i] <= '0;
        mult_out[i]  <= '0;
		  fifo_rd_data_r <= '0;
      end
    end else begin
		fifo_rd_data_r <= fifo_rd_data;
      for (int i = 0; i < NUM_PIPELINES; i++) begin
        pipe_in_r[i] <= pipe_in[i];
        mult_out[i]  <= OUTPUT_WIDTH'(fifo_rd_data_r) * pipe_in_r[i];
      end
    end
  end
  always_comb begin
    for (int i = 0; i < 8; i++) add_l0[i] = mult_out[2*i] + mult_out[2*i+1];
    for (int i = 0; i < 4; i++) add_l1[i] = add_l0[2*i] + add_l0[2*i+1];
    for (int i = 0; i < 2; i++) add_l2[i] = add_l1[2*i] + add_l1[2*i+1];
    data_out = add_l2[0] + add_l2[1];
  end
  localparam int PIPE_LATENCY = 4;
  logic [0:PIPE_LATENCY-1] valid_delay_r;
  always_ff @(posedge clk or posedge rst) begin
    if (rst) begin
      for (int i = 0; i < PIPE_LATENCY; i++) valid_delay_r[i] = '0;
    end else begin
      valid_delay_r[0] <= !fifo_empty;
      for (int i = 1; i < PIPE_LATENCY; i++) valid_delay_r[i] <= valid_delay_r[i-1];
    end
  end
  assign data_out_valid = valid_delay_r[PIPE_LATENCY-1];
endmodule
==> results.py <==
# Synthesis and PnR figures
metrics = {
    "status": {
        "result_of_the_run": "finished clean",
    },
    "run": {
        "tool_warning_count": 49,
        "drv.max_cap_violation_count": 0,
    },
    "pwr": {
        "power_density_mw_per_mm2": 43.3,
        "p_leak_nw": 65.3,
        "ir_drop_mv": 0.701,
    },
    "global_route": {
        "grt_first_pass_wirelength_mm": 671,
        "maximum_number_of_pins_on_one_net_before_global_route_repair": 130,
        "grt_antenna_before_repair": 21,
        "globalRouteOverflowTotal": 0,
        "grtUsageTotal_pct": 24.0,
        "number_of_global_route_vias_before_repair": 95700,
    },
    "finish": {
        "layout-area-overhead-vs-synth_pct": 13.4,
        "most_numerous_logic_cell_after_layout": "edfxtp_1",
        "layout.cells.most_common_list": "edfxtp_1, mux4_2, nor2_1",
        "final_layout_fill_cell_count": 34800,
        "drive_gt1_share_pct": 18.5,
        "final_core_density_pct": 45.7,
        "layout.cells.non_filler": 15600,
    },
    "final_timing": {
        "skew_ns": 0.0561,
        "grt_setup_unrepaired": "false",
        "timing_max_transition_violations_final": 0,
        "maxClockFrequency_ghz": 0.0408,
        "finalHoldViolCount": 0,
        "totalNegativeSetupSlack_ns": 0,
        "setup_violations": 0,
        "min_period_ns": 24.52,
        "max_slew.worst_pin.slew_ns": 1.13,
        "final.period_utilization_pct": 26.8,
        "max-slew-margin-rel_pct": 22.5,
    },
    "setup_path": {
        "timing_worst_setup_path_type": "register to primary output",
        "crit_path_cell_trace": "fa_1 > inv_1 > fa_1 > inv_1 > fa_1 > fa_1 > fa_1 > inv_1 > fa_1 > inv_1 > ha_1 > fa_1 > a21o_1 > a21oi_1 > xnor2_1 > clkdlybuf4s50_1",
        "critical_path_peak_fanout": 2,
        "cp_common_cell": "fa_1",
        "worst_setup_path_start_kind": "register",
        "worst_setup_path_end_kind": "primary output",
        "timing.critical_path.required_ns": 73.12,
        "worst-r2r-setup-slack_ns": 83.86,
        "cp_slowest_cell": "fa_1",
        "timing.rr.end": "fifo_.rd_data_ram[3]$_DFF_P_",
        "crit_path_max_incr_delay_ns": 0.55,
        "regToRegStartpoint": "fifo_.rd_addr_r[1]$_DFFE_PP0N_",
        "worst_ep_arrival_time_ns": 6.24,
        "ff2ff_path_depth": 12,
    },
    "clock_tree": {
        "cts_inserted_buffers": 414,
        "cts_hold_buffers": 0,
        "cts_resized": 0,
        "htree_levels": 5,
        "clkTransAtPathRegs_ns": 0.06,
        "cts_root_buf": "clkbuf_16",
        "max-clock-path-buffers": 4,
        "cts_sinks": 4014,
        "clkLatencyLatePin_ns": 1.00,
        "post_cts_buffers": 0,
        "tritoncts_clock_tree": "yes",
    },
    "synthesis": {
        "yosysWarnings": 0,
        "edf_count": 3584,
        "synth.yosys.num_cells": 9184,
        "yosys_reg_bits": 4014,
        "post_synth_num_cell_types": 84,
        "mappedNetlistArea_sq_mm": 0.169,
        "synthArstFlopShare_pct": 10.4,
        "synth_chip_area_sq_mm": 0.169,
        "synth_cells": 9184,
        "synth_seq_share_pct": 69.8,
        "syn_area_per_cell_sq_um": 18.5,
        "yosys_most_used_dff": "edfxtp_1",
    },
    "floorplan": {
        "chip_area_sq_mm": 0.426,
        "boundaryPins": 237,
        "placement_rows": 238,
        "die_y_um": 653,
        "core_area_sq_mm": 0.421,
        "floorplan.core_util_pct": 40.3,
        "fp.dieW_um": 653,
    },
    "placement": {
        "detailed_place_hpwl_mm": 299,
        "place_inst": 14800,
        "place.gp.congestion": 0.896,
        "portBuffers": 236,
    },
    "route": {
        "postRouteWirelength_mm": 462,
        "detail_route.first_pass.iterations": 6,
        "route.detailed.drc": 0,
        "antenna_violation_net_count_after_detailed_routing": 0,
        "number_of_vias_per_cell": 5.53,
        "drt_iter0_markers": 5398,
        "routedWlPerCell_um": 29.6,
        "detailroute.via_count": 86300,
    },
    "worst_hold_path": {
        "worstHoldStart": "fifo_.rd_data[0]$_DFF_P_",
        "timing.hold.worst.class": "register to register",
        "hold-path-cell-count": 0,
        "holdPathEnd": "fifo_rd_data_r[0]$_DFF_PP0_",
    },
}
[cell type report]
class | instances | area [sq um] | share of cell area, %
Antenna cell | 19 | 47.5 | 0.0247
Clock buffer | 526 | 11000 | 5.72
Clock inverter | 232 | 2620 | 1.36
Inverter | 401 | 1520 | 0.788
Multi-Input combinational cell | 4279 | 47100 | 24.5
Sequential cell | 4014 | 118000 | 61.6
Tap cell | 5640 | 7060 | 3.67
Timing Repair Buffer | 497 | 4450 | 2.31
[power by group]
group	internal, mW	switching (mW)
combinational	2.03	2.32
sequential	2.20	0.0754
clock	0.986	0.708
[worst max-delay path by stage]
stage / startpoint / end / cells past startpoint
4_1_cts: mult_out[50]$_DFF_PP0_ / data_out[6] / 16
5_1_grt: mult_out[106]$_DFF_PP0_ / data_out[6] / 16
6_report: mult_out[50]$_DFF_PP0_ / data_out[6] / 16
[layer usage]
metal / vias up / global-route usage, % / part of all wire (%)
met2: 5023 / 35.1 / 47
li1: 36400 / - / -
met5: - / 2.14 / 0.24
met3: 788 / 17.4 / 16
met1: 44100 / 28.8 / 33
met4: 34 / 6.98 / 3.7
[worst max-delay path: cells and delay by family, from the launching register on]
family                   cells  cell delay, ns
adder cells (fa/ha/maj)      8            3.67
buffers and inverters        5            0.71
flip-flops                   1            0.39
AND-OR/OR-AND                2            0.37
XOR/XNOR                     1            0.17
[logic make-up (layout without fill, tap and decap cells)]
group	Yosys count	after routing	synth area share, %
flops	4014	4014	69.8
simple gates	1531	1531	4.07
mux	1253	1253	14.1
buf+inv	891	1656	2.56
compound gates	590	590	2.33
fa+ha+maj	540	540	5.23
xor+xnor	365	365	1.89
other cells	0	19	0
[flip-flops by register name, summed over array words and instances, names as in the netlist, 9 cells and up]
| name | count |
|---|---|
| fifo_.ram | 3584 |
| mult_out | 128 |
| pipe_in_r | 128 |
| count | 64 |
| bit_diff_.data_r | 32 |
| fifo_.count_r | 9 |
| fifo_.rd_addr_r | 9 |
| fifo_.wr_addr_r | 9 |
[Yosys cell counts, types with 7 or more instances]
cell	n	area share (%)
nand3_1	71	0.21
a31oi_1	13	0.048
a22o_1	11	0.057
nor4_1	7	0.026
mux2_2	17	0.11
a2111oi_0	9	0.047
a22oi_1	99	0.44
buf_2	103	0.30
nand2_1	457	1.0
a221oi_1	34	0.18
nor3_1	18	0.053
o211ai_1	10	0.044
xnor2_1	260	1.3
inv_1	396	0.88
clkbuf_1	225	0.50
dfrtp_1	414	6.1
o21ai_0	94	0.28
and3_1	14	0.052
dfxtp_1	14	0.17
ha_1	259	1.9
mux2i_1	328	1.9
a21o_1	32	0.14
o21ai_1	7	0.021
o21bai_1	20	0.089
o22ai_1	76	0.28
buf_4	82	0.36
nand4_1	24	0.089
and4_1	10	0.052
edfxtp_1	3584	64
buf_1	14	0.031
nor2_1	598	1.3
buf_6	58	0.39
fa_1	281	3.3
and2_1	271	1.0
nand2b_1	10	0.037
a21oi_1	115	0.34
a211oi_1	12	0.053
nor2b_1	29	0.11
mux4_2	908	12
xor2_1	105	0.54
[metrics by stage]
step / hold slack, ns / setup slack, ns / total power [mW] / cell area, sq um
after floorplan: 0.310 / 61.55 / 4.97 / 169000
after global placement: 0.310 / 67.81 / 6.75 / 179000
after detailed placement: 0.312 / 67.81 / 6.73 / 179000
after CTS: 0.316 / 66.77 / 8.45 / 192000
after global routing: 0.323 / 66.65 / 8.90 / 192000
final: 0.318 / 66.88 / 8.33 / 192000
Power and IR drop assume default switching activity.
