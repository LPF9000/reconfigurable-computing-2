### design/flow/run.sh
#!/bin/bash
# OpenROAD 26Q1-2900-gdf79404cd8, Yosys 0.63+post, stock flow scripts
make -C /OpenROAD-flow-scripts/flow DESIGN_CONFIG=/design/flow/config.mk WORK_HOME=/design/flow/orfs finish
### design/flow/config.mk
export PLATFORM = sky130hd
export DESIGN_NAME = fib
export DESIGN_NICKNAME = fib
export VERILOG_FILES = /design/flow/design.v
export SDC_FILE = /design/flow/constraint.sdc
export NUM_CORES = 4
export LEC_CHECK = 1
export CORE_UTILIZATION = 50
export SYNTH_HDL_FRONTEND = slang
### design/flow/constraint.sdc
current_design fib

set clk_period 11.3
set clk_io_pct 0.2

create_clock -name clk0 -period $clk_period [get_ports {clk}]

set non_clock_inputs [all_inputs -no_clocks]
set_input_delay [expr $clk_period * $clk_io_pct] -clock clk0 $non_clock_inputs
set_output_delay [expr $clk_period * $clk_io_pct] -clock clk0 [all_outputs]
### design/flow/design.v
interface fib_bfm_if #(
    parameter int INPUT_WIDTH,
    parameter int OUTPUT_WIDTH
) (
    input logic clk,
    input [INPUT_WIDTH-1:0] i_r,  
    input [OUTPUT_WIDTH-1:0] x_r, y_r,
    input [OUTPUT_WIDTH:0] full_add_r
);
  logic rst, go, done, overflow;
  logic [ INPUT_WIDTH-1:0] n;
  logic [OUTPUT_WIDTH-1:0] result;
  task automatic wait_for_done();
    @(posedge clk iff (done == 1'b0));
    @(posedge clk iff (done == 1'b1));
  endtask
  task automatic reset(int cycles);
    rst <= 1'b1;
    go  <= 1'b0;
    for (int i = 0; i < cycles; i++) @(posedge clk);
    @(negedge clk);
    rst <= 1'b0;
    @(posedge clk);
  endtask
  task automatic start(input logic [INPUT_WIDTH-1:0] n_);
    n  <= n_;
    go <= 1'b1;
    @(posedge clk);
    go <= 1'b0;
  endtask   
  event active_event;
  event inactive_event;
  task automatic monitor();
    logic is_active;
    is_active = 1'b0;
    forever begin
      @(posedge clk);
      if (rst) begin
        is_active = 1'b0;
      end else begin
        if (done) is_active = 1'b0;
        if (!is_active && go) begin
          is_active = 1'b1;
          ->active_event;
        end
      end
    end
  endtask   
endinterface
interface bit_diff_bfm #(parameter int WIDTH) (input logic clk);
   logic             rst, go, done;
   logic [WIDTH-1:0] data;
   logic signed [$clog2(2*WIDTH+1)-1:0] result;
   task automatic wait_for_done();
      @(posedge clk iff (done == 1'b0));
      @(posedge clk iff (done == 1'b1));      
   endtask
   task automatic reset(int cycles);
      rst <= 1'b1;
      go <= 1'b0;      
      for (int i=0; i < cycles; i++) @(posedge clk);
      @(negedge clk);
      rst <= 1'b0;
      @(posedge clk);      
   endtask
   task automatic start(input logic [WIDTH-1:0] data_);    
      data <= data_;
      go <= 1'b1;      
      @(posedge clk);
      go <= 1'b0;    
   endtask  
   event active_event;      
   task automatic monitor();
      logic is_active;
      is_active = 1'b0;
      forever begin
         @(posedge clk);
         if (rst) is_active = 1'b0;
         else begin         
            if (done) is_active = 1'b0;     
            if (!is_active && go) begin                
               is_active = 1'b1;
               -> active_event;        
            end
         end
      end      
   endtask  
endinterface
module fib_bad #(
    parameter int INPUT_WIDTH,
    parameter int OUTPUT_WIDTH
) (
    input  logic                    clk,
    input  logic                    rst,
    input  logic                    go,
    input  logic [ INPUT_WIDTH-1:0] n,
    output logic [OUTPUT_WIDTH-1:0] result,
    output logic                    overflow,
    output logic                    done
);
  typedef enum {
    START,
    COND,
    COMPUTE,
    OVERFLOW,
    DONE,
    RESTART
  } state_t;
  state_t state_r;
  logic [$bits(n)-1:0] i_r;
  logic [$bits(result)-1:0] x_r;
  logic [$bits(result)-1:0] y_r;
  logic [$bits(result):0] full_add_r;
  logic [$bits(result)-1:0] result_r;
  logic done_r, overflow_r;
  assign done = done_r;
  assign result = result_r;
  assign overflow = overflow_r;
  always_ff @(posedge clk or posedge rst) begin
    if (rst) begin
      state_r <= START;
      result_r <= '0;
      done_r <= 1'b0;
      i_r <= '0;
      x_r <= '0;
      y_r <= '0;
      overflow_r <= 1'b0;
      full_add_r <= '0;
    end else begin
      case (state_r)
        START: begin
          i_r <= 3;
          x_r <= '0;
          y_r <= 1;
          if (go == 1'b1) state_r <= COND;
        end
        COND: begin
          done_r <= 1'b0;
          if (i_r <= n) state_r <= COMPUTE;
          else state_r <= DONE;
        end
        COMPUTE: begin
          x_r <= y_r;
          full_add_r <= x_r + y_r;
          i_r <= i_r + 1'b1;
          state_r <= OVERFLOW;
        end
        OVERFLOW: begin
          if (full_add_r[OUTPUT_WIDTH]) overflow_r <= 1'b1;
          y_r <= full_add_r;
          state_r <= COND;
        end
        DONE: begin
          if (n < 2) result_r <= x_r;
          else result_r <= y_r;
          done_r  <= 1'b1;
          state_r <= RESTART;
        end
        RESTART: begin
          if (go == 1'b1) state_r <= COND;
        end
      endcase
      if (go == 1'b1) state_r <= COND;
    end
  end
endmodule
module fib_good #(
    parameter int INPUT_WIDTH,
    parameter int OUTPUT_WIDTH
) (
    input  logic                    clk,
    input  logic                    rst,
    input  logic                    go,
    input  logic [ INPUT_WIDTH-1:0] n,
    output logic [OUTPUT_WIDTH-1:0] result,
    output logic                    overflow,
    output logic                    done
);
  typedef enum logic [2:0] {
    START,
    COND,
    COMPUTE,
    OVERFLOW,
    DONE,
    RESTART
  } state_t;
  state_t state_r;
  logic [$bits(n)-1:0] i_r;
  logic [$bits(n)-1:0] n_r;
  logic [$bits(result)-1:0] x_r;
  logic [$bits(result)-1:0] y_r;
  logic [$bits(result):0] full_add_r;
  logic [$bits(result)-1:0] result_r;
  logic done_r, overflow_r;
  assign done = done_r;
  assign result = result_r;
  assign overflow = overflow_r;
  always_ff @(posedge clk or posedge rst) begin
    if (rst == 1'b1) begin
      state_r <= START;
      result_r <= '0;
      done_r <= 1'b0;
      i_r <= '0;
      x_r <= '0;
      y_r <= '0;
      n_r <= '0;
      overflow_r <= 1'b0;
      full_add_r <= '0;
    end else begin
      case (state_r)
        START: begin
          i_r <= INPUT_WIDTH'(3);
          x_r <= '0;
          y_r <= OUTPUT_WIDTH'(1);
          if (go == 1'b1) begin
            n_r <= n;   
            state_r <= COND;
          end
        end
        COND: begin
          if (i_r <= n_r && i_r >= 2'b11) state_r <= COMPUTE;
          else state_r <= DONE;
        end
        COMPUTE: begin
          full_add_r <= x_r + y_r;
          x_r <= y_r;
          state_r <= OVERFLOW;
        end
        OVERFLOW: begin
          if (full_add_r[OUTPUT_WIDTH]) overflow_r <= 1'b1;
          y_r <= full_add_r[OUTPUT_WIDTH-1:0];
          i_r <= i_r + 1'b1;
          state_r <= COND;
        end
        DONE: begin
          if (n_r < 2) result_r <= x_r;
          else result_r <= y_r;
          if (go == 1'b0) begin
            done_r  <= 1'b1;
            state_r <= RESTART;
          end
        end
        RESTART: begin
          if (go == 1'b1) begin
            i_r <= INPUT_WIDTH'(3);
            x_r <= '0;
            y_r <= OUTPUT_WIDTH'(1);
            n_r <= n;
            full_add_r <= '0;
            state_r <= COND;
            done_r <= 1'b0;
            overflow_r <= 1'b0;
          end
        end
        default: ;
      endcase
    end
  end
endmodule
module fib #(
    parameter int INPUT_WIDTH  = 6,
    parameter int OUTPUT_WIDTH = 32
) (
    input  logic                    clk,
    input  logic                    rst,
    input  logic                    go,
    input  logic [ INPUT_WIDTH-1:0] n,
    output logic [OUTPUT_WIDTH-1:0] result,
    output logic                    overflow,
    output logic                    done
);
  fib_good #(.INPUT_WIDTH(INPUT_WIDTH), .OUTPUT_WIDTH(OUTPUT_WIDTH)) top (.*);
endmodule
==> changes_impl.md <==
### Implementation results

- Hold Vio Cnt, Final: 0
- Worst Setup Path Type: primary input to flop
- Synth Area in XOR/XNOR: 0.03377
- Grt peak-use layer: met1
- Max-cap viol count: 0
- Fill count: 1143
- Post-route setup TNS: 0 ns
- Simple-Gate Fraction of Synth Area: 0.08849
- Async S/R FF share, synth: 1.000
- Drc violations: 0
- Dominant flop cell: dfrtp_1
- Placed instance count: 916
- Final setup viols: 0
- Crit path DAT: 4.42 ns
- Post-CTS Resized: 0
- Most frequent logic cell in the layout: dfrtp_1
- GP Congestion: 0.8657
- WHS Path Cells: 2
- Status: finished, final reports clean
- Final Non-Filler Cells: 947
- Area growth syn-to-layout: 16.73%
- GR Util met2: 0.3562
- I/O Buffers: 42
- Boundary Pins: 43
- Min cycle time layout: 4.062 ns
- Pins Over Slew Limit: 0
- Vias per cell: 5.854
- Worst R2R Start: top.y_r[0]$_DFFE_PP0P_
- Die area: 0.01554 sq mm
- Drt wl/cell: 17.44 um
- CP Capture Type: flop
- Setup Skew: 0.007381 ns
- CP Max Fanout: 19
- Initial Util: 0.5156
- Sinks on Clock Net: 149
- Congestion Overflow GR: 0
- Hold buffers post-CTS: 0
- FF/Latch Area: 0.003731 sq mm
- Hold Crit Endpoint: top.full_add_r[0]$_DFFE_PP0P_
- CTS tree: built
- Yosys adder share: 0.06753
- Initial antenna violation count: 0
- Reg2Reg Depth: 11
- Pwr dens: 274.7 mW/mm^2
- Top Layout Cells: dfrtp_1, a22o_1, a21oi_1
- Clock-pin slew on the worst setup and hold paths: 0.06 ns
- DRT iter0 DRCs: 195
- Cell Area, Synth: 0.007522 sq mm
- Die X: 124.7 um
- Synthesized area per cell: 10.46 sq um
- R2R setup slack: 7.89 ns
- Core area: 0.01459 sq mm
- First-pass DRT Iterations: 7
- N_diodes: 0
- FF-to-FF End: top.full_add_r[30]$_DFFE_PP0P_
- Worst path required time: 11.66 ns
- HPWL after DPL: 10.52 mm
- H-tree levels: 4
- Total CTS buffers: 17
- Share of the clock period used by the worst path: 0.3595
- Post-synthesis sequential area ratio: 0.4958
- Synth Instances: 719
- Cell Rows: 44
- MUX share of area: 0.05289
- Maximum VDD drop: 0.1560 mV
- Combinational Area: 0.003598 sq mm
- Slew headroom: 0.5348
- Final wirelength: 16.51 mm
- Total global-route track usage: 0.2376
- Crit start category: primary input
- Worst slew pin tran: 0.6931 ns
- Share of cells above drive strength 1: 0.07864
- Worst skew pair latency: 0.42 ns
- Via count: 5544
- Leak: 4.072 nW
- Vias in the first global route: 5585
- Hold Crit Class: flop to flop
- HP Start: top.full_add_r[0]$_DFFE_PP0P_
- Tool Warnings: 25
- Cells in synth_stat.txt: 719
- Yosys synthesis chip area: 0.007522 sq mm
- GRT met1 Usage: 0.3961
- Detail Route Antenna Nets: 0
- Synth flops: 149
- RSZ-0062 raised after global routing: false
- Main logic family: AND-OR/OR-AND gates
- Wire length of the first global-routing pass: 28.81 mm
- Aoi share: 0.2305
- Max Fclk: 246.2 MHz
- EDFF count, synth: 0
- Root buffer cell: clkbuf_16
- Yosys warnings: 0
- CTS max path bufs: 2
- Count of cell types in the netlist: 53
- Postcts setup bufs: 0
- Die Ht: 124.7 um
- Met3 usage: 0.04028
- Largest net degree at the start of global routing: 57
[flip-flops by register name, summed over array words and instances, names as in the netlist]
register,flops
top.overflow,1
top.result,32
top.done,1
top.state_r,6
top.y_r,32
top.full_add_r,33
top.n_r,6
top.i_r,6
top.x_r,32
[routing by layer]
metal / up-vias / part of all wire
li1: 2699 / -
met5: - / 0
met4: 0 / 0.013
met1: 2711 / 0.48
met2: 118 / 0.46
met3: 16 / 0.048
[worst max-delay path, cell delays in order]
cell	delay, ns
clkdlybuf4s50_1	0.65
nand2b_1	0.32
and2_1	0.59
buf_4	0.38
a22o_1	0.19
[worst max path at each step]
stage	from	cells past startpoint	end
6_report	go	5	top.x_r[7]$_DFFE_PP0P_
5_1_grt	rst	4	top.x_r[22]$_DFFE_PP0P_
4_1_cts	go	5	top.x_r[7]$_DFFE_PP0P_
[cell families (layout without fill, tap and decap cells)]
| family | after synthesis | count (layout) |
|---|---|---|
| AND/OR/NAND/NOR | 151 | 151 |
| flip-flops | 149 | 149 |
| adder cells (fa/ha/maj) | 40 | 40 |
| multiplexers | 39 | 39 |
| XOR/XNOR | 29 | 29 |
| buffers and inverters | 62 | 106 |
| AND-OR/OR-AND | 249 | 249 |
[synth_stat cells (2+ instances only)]
library cell  number  area, sq um
ha_1              39        488.0
a311o_1            2        20.02
nand4_1            7        43.79
o21bai_1           6        45.04
dfrtp_1          148         3704
a22o_1            67        586.8
o21ai_0           24        120.1
a31oi_1            5        31.28
a211o_1            3        26.28
mux2i_1           33        330.3
a211oi_1           5        37.54
a31o_1             3        26.28
xnor2_1           12        105.1
o21ai_1           20        100.1
and4_1             2        17.52
a41oi_1            2        17.52
a311oi_1           2        17.52
nand3_1            8        40.04
o21a_1             5        37.54
clkbuf_1          39        146.4
nor3_1             2        10.01
a21o_1            19        142.6
nor2_1            56        210.2
o211ai_1           2        15.01
mux2_2             6        67.56
and2_1             2        12.51
a21oi_1           66        330.3
inv_1             22        82.58
nand2b_1          10        62.56
and3_1             4        25.02
nor2b_1            2        12.51
nand2_1           54        202.7
o31ai_1            5        37.54
nand3b_1           2        15.01
xor2_1            17        148.9
[area by class of cell]
type | instances | area share
clock buffers | 20 | 0.05201
clock inverters | 11 | 0.01981
inverters | 22 | 0.009974
multi-input cells | 508 | 0.4098
flip-flops and latches | 149 | 0.4249
well taps | 184 | 0.02622
repair buffers | 53 | 0.05728
[power breakdown]
group          internal [mW]  leakage, nW  switching, mW
Sequential             0.728         1.96          0.171
Combinational          0.414         1.81          0.496
Clock                  0.381        0.299          0.222
Total                   1.52         4.07          0.889
[metrics by stage]
step / worst slack, ns / cell area [sq um] / util / hold WS, ns / power, mW
after floorplan: 5.034 / 7522 / - / 0.4274 / 1.464
after global placement: 6.830 / 8150 / 0.5587 / 0.4574 / 1.795
after detailed placement: 6.795 / 8150 / 0.5587 / 0.4638 / 1.813
after CTS: 7.219 / 8781 / 0.6019 / 0.4775 / 2.435
after global routing: 7.004 / 8781 / 0.6019 / 0.5013 / 2.593
final: 7.238 / 8781 / 0.6019 / 0.4785 / 2.412
Power and IR drop assume default switching activity.
