==> flow/design.v <==
interface fib_bfm_if #(
    parameter int INPUT_WIDTH,
    parameter int OUTPUT_WIDTH
) (
    input logic clk,
    input [INPUT_WIDTH-1:0] i_r,  
    input [OUTPUT_WIDTH-1:0] x_r, y_r,
    input [OUTPUT_WIDTH:0] full_add_r
);
  logic rst, go, done, overflow;
  logic [ INPUT_WIDTH-1:0] n;
  logic [OUTPUT_WIDTH-1:0] result;
  task automatic wait_for_done();
    @(posedge clk iff (done == 1'b0));
    @(posedge clk iff (done == 1'b1));
  endtask
  task automatic reset(int cycles);
    rst <= 1'b1;
    go  <= 1'b0;
    for (int i = 0; i < cycles; i++) @(posedge clk);
    @(negedge clk);
    rst <= 1'b0;
    @(posedge clk);
  endtask
  task automatic start(input logic [INPUT_WIDTH-1:0] n_);
    n  <= n_;
    go <= 1'b1;
    @(posedge clk);
    go <= 1'b0;
  endtask   
  event active_event;
  event inactive_event;
  task automatic monitor();
    logic is_active;
    is_active = 1'b0;
    forever begin
      @(posedge clk);
      if (rst) begin
        is_active = 1'b0;
      end else begin
        if (done) is_active = 1'b0;
        if (!is_active && go) begin
          is_active = 1'b1;
          ->active_event;
        end
      end
    end
  endtask   
endinterface
interface bit_diff_bfm #(parameter int WIDTH) (input logic clk);
   logic             rst, go, done;
   logic [WIDTH-1:0] data;
   logic signed [$clog2(2*WIDTH+1)-1:0] result;
   task automatic wait_for_done();
      @(posedge clk iff (done == 1'b0));
      @(posedge clk iff (done == 1'b1));      
   endtask
   task automatic reset(int cycles);
      rst <= 1'b1;
      go <= 1'b0;      
      for (int i=0; i < cycles; i++) @(posedge clk);
      @(negedge clk);
      rst <= 1'b0;
      @(posedge clk);      
   endtask
   task automatic start(input logic [WIDTH-1:0] data_);    
      data <= data_;
      go <= 1'b1;      
      @(posedge clk);
      go <= 1'b0;    
   endtask  
   event active_event;      
   task automatic monitor();
      logic is_active;
      is_active = 1'b0;
      forever begin
         @(posedge clk);
         if (rst) is_active = 1'b0;
         else begin         
            if (done) is_active = 1'b0;     
            if (!is_active && go) begin                
               is_active = 1'b1;
               -> active_event;        
            end
         end
      end      
   endtask  
endinterface
module asserted_bit_count_fsmd_1p #(
    parameter int WIDTH
) (
    input logic clk,
    input logic rst,
    input logic go,
    input logic [WIDTH-1:0] in,
    output logic [$clog2(WIDTH+1)-1:0] out,
    output logic done
);
  typedef enum logic [2:0] {
    S_START,
    S_INIT,
    S_COND,
    S_COMPUTE,
    S_RESULT,
    S_DONE
  } state_t;
  state_t                     state_r;
  logic   [    $bits(in)-1:0] n_r;
  logic   [   $bits(out)-1:0] out_r;
  logic   [$clog2(WIDTH)-1:0] count_r;
  logic                       done_r;
  assign out  = out_r;
  assign done = done_r;
  always_ff @(posedge clk or posedge rst) begin
    if (rst == 1'b1) begin
      out_r   <= '0;
      done_r  <= 1'b0;
      count_r <= '0;
      n_r     <= '0;
      state_r <= S_START;
    end else begin
      done_r <= 1'b0;
      case (state_r)
        S_START: begin
          if (go == 1'b1) state_r <= S_INIT;
        end
        S_INIT: begin
          done_r  <= 1'b0;
          out_r   <= '0;
          count_r <= '0;
          n_r     <= in;
          state_r <= S_COND;
        end
        S_COND: begin
          done_r  <= 1'b0;
          state_r <= n_r == '0 ? S_RESULT : S_COMPUTE;
        end
        S_COMPUTE: begin
          n_r <= n_r & (n_r - 1'b1);
          if (count_r == WIDTH - 1) begin
            out_r   <= count_r + 1'b1;
            state_r <= S_DONE;
          end else begin
            count_r <= count_r + 1'b1;
            state_r <= S_COND;
          end
        end
        S_RESULT: begin
          out_r   <= count_r;
          state_r <= S_DONE;
        end
        S_DONE: begin
          done_r <= 1'b1;
          n_r <= in;
          if (go == 1'b1) begin
            count_r <= '0;
            done_r  <= 1'b0;
            state_r <= S_COND;
          end
        end
        default: ;
      endcase
    end
  end
endmodule
module asserted_bit_count_fsmd_2p #(
    parameter int WIDTH
) (
    input  logic                       clk,
    input  logic                       rst,
    input  logic                       go,
    input  logic [          WIDTH-1:0] in,
    output logic [$clog2(WIDTH+1)-1:0] out,
    output logic                       done
);
  typedef enum {
    S_START,
    S_COND,
    S_COMPUTE,
    S_RESULT,
    S_DONE
  } state_t;
  state_t state_r, next_state;
  logic done_r, next_done;
  logic [$bits(in)-1:0] n_r, next_n;
  logic [$bits(out)-1:0] out_r, next_out;
  logic [$clog2(WIDTH)-1:0] count_r, next_count;
  assign out  = out_r;
  assign done = done_r;
  always_ff @(posedge clk or posedge rst) begin
    if (rst == 1'b1) begin
      out_r   <= '0;
      done_r  <= 1'b0;
      count_r <= '0;
      n_r     <= '0;
      state_r <= S_START;
    end else begin
      out_r   <= next_out;
      done_r  <= next_done;
      count_r <= next_count;
      n_r     <= next_n;
      state_r <= next_state;
    end
  end
  always_comb begin
    logic [$bits(count_r)-1:0] count_temp;
    next_out   = out_r;
    next_done  = done_r;
    next_n     = n_r;
    next_count = count_r;
    next_state = state_r;
    case (state_r)
      S_START: begin
        next_done  = 1'b0;
        next_out   = '0;
        next_n     = in;
        next_count = '0;
        if (go == 1'b1) begin
          next_state = S_COND;
        end
      end
      S_COND: begin
        next_state = n_r == '0 ? S_RESULT : S_COMPUTE;
      end
      S_COMPUTE: begin
        next_n     = n_r & (n_r - 1'b1);
        count_temp = count_r + 1'b1;
        next_count = count_temp;
        if (count_r == WIDTH - 1) begin
          next_out   = count_r + 1'b1;
          next_done  = 1'b1;
          next_state = S_DONE;
        end else begin
          next_state = S_COND;
        end
      end
      S_RESULT: begin
        next_state = S_DONE;
        next_out   = count_r;
        next_done  = 1'b1;
      end
      S_DONE: begin
        next_count = '0;
        next_n     = in;
        if (go == 1'b1) begin
          next_done  = 1'b0;
          next_state = S_COND;
        end
      end
      default: ;
    endcase
  end
endmodule
module asserted_bit_count_fsm_plus_d #(
    parameter int WIDTH
) (
    input  logic                       clk,
    input  logic                       rst,
    input  logic                       go,
    input  logic [          WIDTH-1:0] in,
    output logic [$clog2(WIDTH+1)-1:0] out,
    output logic                       done
);
  logic count_done;
  logic n_sel;
  logic n_en;
  logic count_sel;
  logic count_en;
  logic out_en;
  fsm CONTROLLER (.*);
  datapath #(.WIDTH(WIDTH)) DATAPATH (.*);
endmodule
module asserted_bit_count #(
    parameter int WIDTH = 32
) (
    input  logic                       clk,
    input  logic                       rst,
    input  logic                       go,
    input  logic [          WIDTH-1:0] in,
    output logic [$clog2(WIDTH+1)-1:0] out,
    output logic                       done
);
  asserted_bit_count_fsm_plus_d #(.WIDTH(WIDTH)) top (.*);
endmodule
module register #(
    parameter int WIDTH
) (
    input logic clk,
    input logic rst,
    input logic en,
    input logic [WIDTH-1:0] in,
    output logic [WIDTH-1:0] out
);
  always_ff @(posedge clk or posedge rst) begin
    if (rst) out <= '0;
    else if (en) out <= in;
  end
endmodule
module mux2x1 #(
    parameter int WIDTH
) (
    input  logic [WIDTH-1:0] in0,
    input  logic [WIDTH-1:0] in1,
    input  logic             sel,
    output logic [WIDTH-1:0] out
);
  assign out = sel == 1'b1 ? in1 : in0;
endmodule
module add #(
    parameter int WIDTH
) (
    input  logic [WIDTH-1:0] in0,
    in1,
    output logic [WIDTH-1:0] sum
);
  assign sum = in0 + in1;
endmodule
module and_gate #(
    parameter int WIDTH
) (
    input  logic [WIDTH-1:0] in0,
    in1,
    output logic [WIDTH-1:0] sum
);
  assign sum = in0 & in1;
endmodule
module eq #(
    parameter int WIDTH
) (
    input  logic [WIDTH-1:0] in0,
    in1,
    output logic             out
);
  assign out = in0 == in1 ? 1'b1 : 1'b0;
endmodule
module datapath_str #(
    parameter int WIDTH
) (
    input  logic                       clk,
    input  logic                       rst,
    input  logic [          WIDTH-1:0] in,
    input  logic                       n_sel,
    input  logic                       n_en,
    input  logic                       count_sel,
    input  logic                       count_en,
    input  logic                       out_en,
    output logic                       count_done,
    output logic [$clog2(WIDTH+1)-1:0] out
);
  localparam int COUNT_WIDTH = $clog2(WIDTH + 1);
  localparam int OUT_WIDTH = $clog2(WIDTH + 1);
  logic [$bits(in)-1:0] n_r, n_sub, n_and_sub, n_mux;
  logic [$clog2(WIDTH):0] count_r, count_add, count_mux;
  mux2x1 #(
      .WIDTH(WIDTH)
  ) MUX_N (
      .in0(in),
      .in1(n_and_sub),
      .sel(n_sel),
      .out(n_mux)
  );
  register #(
      .WIDTH(WIDTH)
  ) N_REG (
      .en (n_en),
      .in (n_mux),
      .out(n_r),
      .*
  );
  add #(
      .WIDTH(WIDTH)
  ) SUB_ONE (
      .in0(n_r),
      .in1(WIDTH'(-1)),
      .sum(n_sub)
  );
  and_gate #(
      .WIDTH(WIDTH)
  ) N_AND (
      .in0(n_r),
      .in1(n_sub),
      .sum(n_and_sub)
  );
  eq #(
      .WIDTH(WIDTH)
  ) EQ (
      .in0(WIDTH'(0)),
      .in1(n_r),
      .out(count_done)
  );
  mux2x1 #(
      .WIDTH(COUNT_WIDTH)
  ) CNT_MUX (
      .in0(COUNT_WIDTH'(0)),
      .in1(count_add),
      .sel(count_sel),
      .out(count_mux)
  );
  register #(
      .WIDTH(COUNT_WIDTH)
  ) CNT_REG (
      .en (count_en),
      .in (count_mux),
      .out(count_r),
      .*
  );
  add #(
      .WIDTH(COUNT_WIDTH)
  ) CNT_ADD (
      .in0(COUNT_WIDTH'(1)),
      .in1(count_r),
      .sum(count_add)
  );
  register #(
      .WIDTH(OUT_WIDTH)
  ) DIFF_REG (
      .en (out_en),
      .in (count_r),
      .out(out),
      .*
  );
endmodule
module datapath_bhv #(
    parameter int WIDTH
) (
    input  logic                       clk,
    input  logic                       rst,
    input  logic [          WIDTH-1:0] in,
    input  logic                       n_sel,
    input  logic                       n_en,         
    input  logic                       count_sel,
    input  logic                       count_en,
    input  logic                       out_en,
    output logic                       count_done,
    output logic [$clog2(WIDTH+1)-1:0] out
);
  logic [$bits(in)-1:0] n_r, count_r;
  logic [$bits(in)-1:0] sub_and_n_r;
  always_ff @(posedge clk or posedge rst) begin
    if (rst) begin
      n_r <= '0;
      count_r <= '0;
      out <= '0;
    end else begin
      n_r <= n_sel ? sub_and_n_r : in;
      if (count_en) count_r <= count_sel ? count_r + 1 : '0;
      if (out_en) out <= count_r;
    end
  end   
  always_comb begin
    sub_and_n_r = (n_r - 1'b1) & n_r;
    count_done  = n_r == '0;
  end
endmodule
module datapath #(
    parameter int WIDTH
) (
    input  logic                       clk,
    input  logic                       rst,
    input  logic [          WIDTH-1:0] in,
    input  logic                       n_sel,
    input  logic                       n_en,
    input  logic                       count_sel,
    input  logic                       count_en,
    input  logic                       out_en,
    output logic                       count_done,
    output logic [$clog2(WIDTH+1)-1:0] out
);
  datapath_bhv #(WIDTH) top (.*);
endmodule
module fsm_bhv (
    input  logic clk,
    input  logic rst,
    input  logic go,
    input  logic count_done,
    output logic done,
    output logic n_sel,
    output logic n_en,
    output logic count_sel,
    output logic count_en,
    output logic out_en
);
  typedef enum logic [1:0] {
    START,
    COMPUTE,
    RESTART
  } state_t;
  state_t state_r, next_state;
  always_ff @(posedge clk or posedge rst) begin
    if (rst) state_r <= START;
    else state_r <= next_state;
  end
  always_comb begin
    done       = 1'b0;
    out_en     = 1'b0;
    count_en   = 1'b0;
    count_sel  = 1'b0;
    n_sel      = 1'b0;
    next_state = state_r;
    case (state_r)
      START: begin
        count_en = 1'b1;
        n_en = 1'b1;
        if (go) next_state = COMPUTE;
      end
      COMPUTE: begin
        count_sel = 1'b1;
        count_en = 1'b1;
        n_en = 1'b1;
        n_sel = 1'b1;
        if (count_done) begin
          out_en = 1'b1;
          next_state = RESTART;
        end
      end
      RESTART: begin
        done      = 1'b1;
        count_en  = 1'b1;
        count_sel = 1'b0;
        n_en      = 1'b1;
        n_sel     = 1'b0;
        if (go) next_state = COMPUTE;
      end
      default: ;
    endcase
  end
endmodule
module fsm (
    input  logic clk,
    input  logic rst,
    input  logic go,
    input  logic count_done,
    output logic done,
    output logic n_sel,
    output logic n_en,
    output logic count_sel,
    output logic count_en,
    output logic out_en
);
  fsm_bhv top (.*);
endmodule
==> flow/run.sh <==
#!/bin/bash
# OpenROAD 26Q1-2900-gdf79404cd8, Yosys 0.63+post, stock flow scripts
make -C /OpenROAD-flow-scripts/flow DESIGN_CONFIG=/design/flow/config.mk WORK_HOME=/design/flow/orfs finish
==> flow/config.mk <==
export PLATFORM = sky130hd
export DESIGN_NAME = asserted_bit_count
export DESIGN_NICKNAME = asserted_bit_count
export VERILOG_FILES = /design/flow/design.v
export SDC_FILE = /design/flow/constraint.sdc
export NUM_CORES = 4
export LEC_CHECK = 1
export CORE_UTILIZATION = 50
export SYNTH_HDL_FRONTEND = slang
==> flow/constraint.sdc <==
current_design asserted_bit_count

set clk_period 10.2
set clk_io_pct 0.2

create_clock -name clk0 -period $clk_period [get_ports {clk}]

set non_clock_inputs [all_inputs -no_clocks]
set_input_delay [expr $clk_period * $clk_io_pct] -clock clk0 $non_clock_inputs
set_output_delay [expr $clk_period * $clk_io_pct] -clock clk0 [all_outputs]
==> results.sh <==
# yosys + openroad results
export IMPL_worst_hold_path_type="register to register"
export IMPL_finalCritPeriodShare_pct=31.4
export IMPL_max_vdd_ir_drop_v=0.000138
export IMPL_grt_pass1_wl_mm=6.58
export IMPL_grt_max_degree=77
export IMPL_p_leak_nw=1.16
export IMPL_cp_slowest_cell="clkdlybuf4s50_1"
export IMPL_dpl_hpwl_mm=2.74
export IMPL_place_congestion=0.816
export IMPL_drcViolationCount=0
export IMPL_cts_tree="built"
export IMPL_critical_path_top_delay_family="buffers and inverters"
export IMPL_worstPathRequired_ns=8.16
export IMPL_fp_util_pct=53.4
export IMPL_cp_arrival_ns=1.16
export IMPL_topCellsByArea="dfrtp_1 53%, o21ai_0 5.3%, inv_1 5.0%, mux2_4 4.1%, mux2i_1 3.2%"
export IMPL_postSynthSeqShare_pct=54.0
export IMPL_clk_latency_ns=0.30
export IMPL_rsz0062_at_grt="false"
export IMPL_tightestPinTransition_ns=0.805
export IMPL_path_cells="clkdlybuf4s50_1"
export IMPL_dieArea_um2=4630
export IMPL_critPathBufInv=1
export IMPL_clk_pin_slew_ns=0.08
export IMPL_ctsRootBufferMaster="clkbuf_8"
export IMPL_top_area_share_pct=52.8
export IMPL_holdBufCountCts=0
export IMPL_dr_wl_met2_mm=1.85
export IMPL_num_antenna_cells=0
export IMPL_num_rows=23
export IMPL_slew_violations=0
export IMPL_ys_flops=47
export IMPL_warnings=26
export IMPL_syn2layout_area_growth_pct=26.4
export IMPL_status="complete, no violations"
export IMPL_syn_inst=210
export IMPL_top_layer="met4"
export IMPL_ant_nets=0
export IMPL_fin_hold_ws_ns=0.476
export IMPL_synth_distinct_cells=36
export IMPL_drt_total_wl_mm=3.96
export IMPL_vias=1713
export IMPL_syn_area_um2=2180
export IMPL_cts_setup_buffers=0
export IMPL_cts_made_buffers=5
export IMPL_m1WireLength_mm=1.86
export IMPL_path_class="register to output pin"
export IMPL_start_kind="register"
export IMPL_crit_fanout=4
export IMPL_fmax_ghz=0.312
export IMPL_dr_wl_met3_um=190
export IMPL_setup_viol=0
export IMPL_yosysWarnings=0
export IMPL_cts_sinks=47
export IMPL_antenna_found_initial=0
export IMPL_die_w_um=68.1
export IMPL_drt_initial_drc_count=82
export IMPL_clock_path_buffers=2
export IMPL_final_layout_size_suffix_gt1_share_pct=10.3
export IMPL_finalClockSkew_ns=0.00714
export IMPL_globalRouteOverflowTotal=0
export IMPL_wire_per_inst_um=13.1
export IMPL_p_per_area_nw_per_um2=131
export IMPL_postCtsResizedCells=0
export IMPL_grt_pass1_vias=1553
export IMPL_cap_violations=0
export IMPL_core_um2=4090
export IMPL_drtPass1Iterations=5
export IMPL_syn_avg_cell_area_um2=10.4
export IMPL_critPathCaptureType="output pin"
export IMPL_vias_per_cell=5.65
export IMPL_relSlewSlack_pct=46.0
export IMPL_ys_chip_area_um2=2180
export IMPL_cts_max_level=2
export IMPL_finalSetupTns_ns=0
export IMPL_cpPeakStageDelay_ns=0.47
export IMPL_die_y_um=68.1
export IMPL_pin_count=42
export IMPL_post_route_min_period_ns=3.20
export IMPL_grt_usage_pct=19.2
export IMPL_hold_viol_final=0
export IMPL_io_buffers=41
export IMPL_largest_area_cell="dfrtp_1"
export IMPL_ys_cells=210
[routing by layer]
layer,global-route usage (%),vias to the layer above
li1,-,845
met1,29.2,812
met2,30.8,48
met3,3.38,8
met4,2.60,0
met5,0,-
[worst reg2reg max path: stages, from the launching register on]
cell	delay (ns)
dfrtp_1	0.40
nor4_2	0.55
nand3_2	0.33
nor4_4	0.71
mux2_4	0.35
[Yosys cell counts (all sizes together)]
library cell	instances
nand2	12
nand4	4
a21o	1
a41oi	2
a31oi	5
and3	1
buf	1
o211ai	7
mux2	7
clkbuf	7
or3	2
nand3	9
o311ai	6
a22o	1
a21oi	2
o21ai	23
nand2b	1
nor4	9
ha	1
nor3	6
o21bai	1
or4	1
nor4b	1
dfstp	1
mux2i	7
nor2	3
o22ai	7
nand3b	1
dfrtp	46
nor2b	6
inv	29
[metrics by stage]
stage / setup slack [ns] / cell area (µm²) / util [%] / power (mW) / cells
after floorplan: 7.05 / 2180 / - / 0.210 / 210
after global placement: 7.17 / 2640 / 64.6 / 0.226 / 295
after detailed placement: 7.14 / 2640 / 64.6 / 0.227 / 295
after CTS: 6.99 / 2760 / 67.5 / 0.366 / 303
after global routing: 6.94 / 2760 / 67.5 / 0.377 / 303
final: 7.00 / 2760 / 67.5 / 0.362 / 303
[power by group]
group	switching (mW)	leakage, nW	internal (mW)	total, mW
clock	0.0598	0.0612	0.0793	0.139
sequential	0.00503	0.577	0.193	0.198
combinational	0.00974	0.526	0.0156	0.0254
total	0.0746	1.16	0.288	0.362
[path summary, 6_finish.rpt]
kind	start	slack (ns)	endpoint	depth (start not counted)
worst max-delay path	top.CONTROLLER.top.state_r[1]	7.00	done	1
worst min-delay path	top.DATAPATH.top.count_r[5]	0.48	top.DATAPATH.top.count_r[5]	1
worst max register to register	top.DATAPATH.top.n_r[3]	7.76	top.DATAPATH.top.out[2]	4
worst min register to register	top.DATAPATH.top.count_r[5]	0.48	top.DATAPATH.top.count_r[5]	1
min in group asynchronous	rst	2.19	top.DATAPATH.top.n_r[30]	3
max in group asynchronous	rst	7.61	top.CONTROLLER.top.state_r[2]	3
[placed cells by master, fill, tap and decap left out, drive strengths merged, types with 4 or more instances in the layout]
cell type      netlist  routed
nor2b                6       6
nand2               12      12
mux2                 7       7
o211ai               7       7
o311ai               6       6
nand3                9       9
nand4                4       4
nor4                 9       9
dfrtp               46      46
o22ai                7       7
a31oi                5       5
inv                 29      29
mux2i                7       7
nor3                 6       6
clkbuf               7       6
clkdlybuf4s50        0      41
o21ai               23      23
[registers in the layout (all words and copies together), names as in the netlist]
signal	count
top.DATAPATH.top.count_r	6
top.CONTROLLER.top.state_r	3
top.DATAPATH.top.n_r	32
top.DATAPATH.top.out	6
[cell families after synthesis]
family                   share of synthesized area, %
AND/OR/NAND/NOR                                  15.3
AND-OR/OR-AND                                    15.9
flip-flops                                       54.0
buffers and inverters                            6.36
multiplexers                                     7.86
adder cells (fa/ha/maj)                         0.573
[final cells by class]
type	count	area, µm²
multi-input combinational	126	866
fill	316	1330
inverter	29	109
clock buffer	6	82.6
clock inverter	2	35.0
sequential	47	1180
tap	50	62.6
timing repair buffer	43	425
Power and IR drop assume default switching activity.
